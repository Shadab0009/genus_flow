$ cat flow/run.sh
#!/bin/bash
# OpenROAD 26Q1-2900-gdf79404cd8, Yosys 0.63+post, stock flow scripts
make -C /OpenROAD-flow-scripts/flow DESIGN_CONFIG=/design/flow/config.mk WORK_HOME=/design/flow/orfs finish
$ cat flow/config.mk
export PLATFORM = sky130hd
export DESIGN_NAME = counter
export DESIGN_NICKNAME = counter
export VERILOG_FILES = /design/flow/design.v
export SDC_FILE = /design/flow/constraint.sdc
export NUM_CORES = 4
export LEC_CHECK = 1
export CORE_AREA = 10 10 70 70
export DIE_AREA = 0 0 80 80
$ cat flow/constraint.sdc
current_design counter

set clk_period 1.6
set clk_io_pct 0.2

create_clock -name clk0 -period $clk_period [get_ports {clk}]

set non_clock_inputs [all_inputs -no_clocks]
set_input_delay [expr $clk_period * $clk_io_pct] -clock clk0 $non_clock_inputs
set_output_delay [expr $clk_period * $clk_io_pct] -clock clk0 [all_outputs]
$ cat flow/design.v
`timescale 1ns/1ps
module counter #(parameter N=8) (
	input reset,
	input clk,
	output logic [N-1:0] count
	);
	always_ff @(posedge clk, posedge reset)
		if (reset)
			count <= 0;
		else
			count <= count+1;
endmodule
==> results.ini <==
[yosys]
ys_seq_share_pct = 62.5
synth.top_cell.area_share_pct = 62.5
synth-edff-count = 0
ys_chip_area_um2 = 320
syn-cell-area_um2 = 320
ys_cells = 25
syn_inst = 25
synth_flops = 8
async_reset_ff_share_pct = 100
post-synth-top-area-cell = dfrtp_1
synthMostInstantiatedCell = dfrtp_1
synth.distinct_cells = 11
avgSynthCellArea_um2 = 12.8
synthTopCellsByArea = dfrtp_1 (63%), xnor2_1 (8.2%), xor2_1 (8.2%)
yosysWarnings = 1
synthTopCellsByCount = dfrtp_1 (8), xnor2_1 (3), xor2_1 (3)
synthFlopType = dfrtp_1

[timing]
max_freq_ghz = 0.668
finalSetupTns_ns = 0
min_period_over_period_pct = 93.6
finalSetupViolCount = 0
hold_violations = 0
final_max_slew_viol_count = 0
worstMarginPinSlew_ns = 0.298
fin_skew_ns = 0.00229
post-route-min-period_ns = 1.50
rsz0062_at_grt = false
slew_headroom_pct = 80.1
timing.final.ws_setup_ns = 0.102

[route]
routedWlPerCell_um = 8.41
drt_pass1_iterations = 2
wirelength_um = 698
vias = 208
drc_errors = 0
drt_iter0_drc = 2
ant_nets = 0
vias_per_cell = 2.51
num_antenna_cells = 0

[layout]
syn_to_final_growth_pct = 53.1
drive_gt1_share_pct = 13.5
reg.largest.list = count (8)
nFillCells = 398
top_register = count
largest_reg_flops = 8
utilization_pct = 14.4

[clock_network]
clk_pin_slew_ns = 0.05
postCtsSetupRepairBufs = 0
root_buffer = clkbuf_4
cts_resized = 0
cts_inserted_buffers = 3
cts_buffer_depth = 2
clock_sinks = 8
cts_tree = yes
ctsHoldBuffers = 0
htree_levels = 1
clock_latency_ns = 0.24

[grt]
use_met3_pct = 1.14
met2_usage_pct = 4.09
grt_pass1_vias = 243
antenna_found_initial = 0
overflow = 0
grt_pass1_wl_um = 1240
track_usage_pct = 2.47
top_usage_layer = met2
grt_start_max_net_pins = 9
grt_use_met1_pct = 2.92

[place]
dp_slack_ns = 0.338
numPortBuffers = 9
gp_congestion = 0.662
dpl.hpwl_um = 603

[setup_path]
crit_chain = clkdlybuf4s50_1
slowest_stage = clkdlybuf4s50_1
crit_path_end_kind = output pin
cp.required_ns = 1.28
worst-path-max-fanout = 5
critical-path-max-stage-delay_ns = 0.50
critPathBufInv = 1
cp-start-kind = flop
worstPathArrival_ns = 1.18
cp_top_family = buffers and inverters
criticalPathCategory = flop to output pin

[floorplanning]
core-area_um2 = 3420
die_h_um = 80
io_pins = 10
die_area_um2 = 6400
die_w_um = 80
fp_util_pct = 9.38
std_cell_rows = 21

[status]
status = complete, no violations

[power]
power_density_nw_per_um2 = 720
p_leak_uw = 0.000202
ir_drop_mv = 0.526

[flow_run]
max_cap_viol_count = 0
warnings = 25

[worst_hold_path]
hp-class = primary input to asynchronous set/reset pin

## final cells by class
| cell class | instances | area [um^2] | area share [%] |
|---|---|---|---|
| Inverter | 2 | 7.51 | 1.53 |
| Multi-Input combinational cell | 15 | 113 | 23.0 |
| Sequential cell | 8 | 200 | 40.8 |
| Clock buffer | 3 | 22.5 | 4.59 |
| Tap cell | 46 | 57.6 | 11.7 |
| Timing Repair Buffer | 9 | 90.1 | 18.4 |
## path summary, 6_finish.rpt
check / from / end / slack (ns) / cells after the start
worst max-delay path: count[2]$_DFF_PP0_ / count[2] / 0.10 / 1
worst min-delay path: reset / count[0]$_DFF_PP0_ / 0.32 / 2
worst max register to register: count[2]$_DFF_PP0_ / count[7]$_DFF_PP0_ / 0.57 / 3
worst min register to register: count[7]$_DFF_PP0_ / count[7]$_DFF_PP0_ / 0.47 / 1
max in group asynchronous: reset / count[2]$_DFF_PP0_ / 1.05 / 2
min in group clk0: count[7]$_DFF_PP0_ / count[7]$_DFF_PP0_ / 0.47 / 1
## cell families (layout without fill, tap and decap cells)
logic type | count (synthesis) | after routing | share of synthesized area [%]
flip-flops | 8 | 8 | 62.5
AND/OR/NAND/NOR | 8 | 8 | 14.8
XOR/XNOR | 6 | 6 | 16.4
buffers and inverters | 2 | 14 | 2.34
adder cells (fa/ha/maj) | 1 | 1 | 3.91
## routing by layer
metal  vias up  wire length [um]  part of all wire, %
met1        95               341                   49
met3         0                46                  6.6
met5         -                 0                    0
met4         0                 0                    0
li1        106                 -                    -
met2         7               309                   44
## placed cells by master (no fill, tap or decap), drive strengths merged
master         count
and3               1
clkbuf             3
clkdlybuf4s50      9
dfrtp              8
ha                 1
inv                2
nand2              2
nand3              3
nor2               1
nor3               1
xnor2              3
xor2               3
## report_power, final
group	leakage (uW)	internal, uW	switching (uW)
sequential	0.000102	203	0
clock	0.0000138	85.2	58.8
combinational	0.0000863	2.29	3.96
total	0.000202	290	62.8
## per-stage QoR
stage	hold WS, ns	std cells	area [um^2]	power [uW]
2_1_floorplan	0.136	25	320	209
3_3_place_gp	0.483	80	468	213
3_5_place_dp	0.470	80	468	213
4_1_cts	0.335	83	490	362
5_1_grt	0.353	83	490	380
6_report	0.324	83	490	353
Power and IR drop assume default switching activity.
