<file path="./run.sh">
#!/bin/bash
# OpenROAD 26Q1-2900-gdf79404cd8, Yosys 0.63+post, stock flow scripts
make -C /OpenROAD-flow-scripts/flow DESIGN_CONFIG=/design/flow/config.mk WORK_HOME=/design/flow/orfs finish
</file>
<file path="./config.mk">
export PLATFORM = sky130hd
export DESIGN_NAME = rca_bit_32
export DESIGN_NICKNAME = rca_bit_32
export VERILOG_FILES = /design/flow/design.v
export SDC_FILE = /design/flow/constraint.sdc
export NUM_CORES = 4
export LEC_CHECK = 1
export CORE_AREA = 10 10 91 91
export DIE_AREA = 0 0 101 101
</file>
<file path="./constraint.sdc">
current_design rca_bit_32

set clk_period 11.1
set clk_io_pct 0.2

create_clock -name clk0 -period $clk_period

set non_clock_inputs [all_inputs -no_clocks]
set_input_delay [expr $clk_period * $clk_io_pct] -clock clk0 $non_clock_inputs
set_output_delay [expr $clk_period * $clk_io_pct] -clock clk0 [all_outputs]
</file>
<file path="./design.v">
`timescale 1ns / 1ps
`timescale 1ns/1ps
module full_adder(a,b,cin,sum,cout);
    input a,b,cin;
    output sum,cout;
    assign sum  = a ^ b ^ cin;
    assign cout = (a & b) | (b & cin) | (a & cin);
endmodule
module rca_bit_32 (
	input [31:0] A,
	input [31:0] B,
	input Cin,
	output [31:0] Sum,
	output Cout
);
	wire[32:0] carry;
	assign carry[0] = Cin;
	assign Cout = carry[32];
full_adder INST0 (
	.a	( A[0] ),
	.b	( B[0] ),
	.cin	( carry[0] ),
	.sum	( Sum[0] ),
	.cout	( carry[1] )
);
full_adder INST1 (
	.a	( A[1] ),
	.b	( B[1] ),
	.cin	( carry[1] ),
	.sum	( Sum[1] ),
	.cout	( carry[2] )
);
full_adder INST2 (
	.a	( A[2] ),
	.b	( B[2] ),
	.cin	( carry[2] ),
	.sum	( Sum[2] ),
	.cout	( carry[3] )
);
full_adder INST3 (
	.a	( A[3] ),
	.b	( B[3] ),
	.cin	( carry[3] ),
	.sum	( Sum[3] ),
	.cout	( carry[4] )
);
full_adder INST4 (
	.a	( A[4] ),
	.b	( B[4] ),
	.cin	( carry[4] ),
	.sum	( Sum[4] ),
	.cout	( carry[5] )
);
full_adder INST5 (
	.a	( A[5] ),
	.b	( B[5] ),
	.cin	( carry[5] ),
	.sum	( Sum[5] ),
	.cout	( carry[6] )
);
full_adder INST6 (
	.a	( A[6] ),
	.b	( B[6] ),
	.cin	( carry[6] ),
	.sum	( Sum[6] ),
	.cout	( carry[7] )
);
full_adder INST7 (
	.a	( A[7] ),
	.b	( B[7] ),
	.cin	( carry[7] ),
	.sum	( Sum[7] ),
	.cout	( carry[8] )
);
full_adder INST8 (
	.a	( A[8] ),
	.b	( B[8] ),
	.cin	( carry[8] ),
	.sum	( Sum[8] ),
	.cout	( carry[9] )
);
full_adder INST9 (
	.a	( A[9] ),
	.b	( B[9] ),
	.cin	( carry[9] ),
	.sum	( Sum[9] ),
	.cout	( carry[10] )
);
full_adder INST10 (
	.a	( A[10] ),
	.b	( B[10] ),
	.cin	( carry[10] ),
	.sum	( Sum[10] ),
	.cout	( carry[11] )
);
full_adder INST11 (
	.a	( A[11] ),
	.b	( B[11] ),
	.cin	( carry[11] ),
	.sum	( Sum[11] ),
	.cout	( carry[12] )
);
full_adder INST12 (
	.a	( A[12] ),
	.b	( B[12] ),
	.cin	( carry[12] ),
	.sum	( Sum[12] ),
	.cout	( carry[13] )
);
full_adder INST13 (
	.a	( A[13] ),
	.b	( B[13] ),
	.cin	( carry[13] ),
	.sum	( Sum[13] ),
	.cout	( carry[14] )
);
full_adder INST14 (
	.a	( A[14] ),
	.b	( B[14] ),
	.cin	( carry[14] ),
	.sum	( Sum[14] ),
	.cout	( carry[15] )
);
full_adder INST15 (
	.a	( A[15] ),
	.b	( B[15] ),
	.cin	( carry[15] ),
	.sum	( Sum[15] ),
	.cout	( carry[16] )
);
full_adder INST16 (
	.a	( A[16] ),
	.b	( B[16] ),
	.cin	( carry[16] ),
	.sum	( Sum[16] ),
	.cout	( carry[17] )
);
full_adder INST17 (
	.a	( A[17] ),
	.b	( B[17] ),
	.cin	( carry[17] ),
	.sum	( Sum[17] ),
	.cout	( carry[18] )
);
full_adder INST18 (
	.a	( A[18] ),
	.b	( B[18] ),
	.cin	( carry[18] ),
	.sum	( Sum[18] ),
	.cout	( carry[19] )
);
full_adder INST19 (
	.a	( A[19] ),
	.b	( B[19] ),
	.cin	( carry[19] ),
	.sum	( Sum[19] ),
	.cout	( carry[20] )
);
full_adder INST20 (
	.a	( A[20] ),
	.b	( B[20] ),
	.cin	( carry[20] ),
	.sum	( Sum[20] ),
	.cout	( carry[21] )
);
full_adder INST21 (
	.a	( A[21] ),
	.b	( B[21] ),
	.cin	( carry[21] ),
	.sum	( Sum[21] ),
	.cout	( carry[22] )
);
full_adder INST22 (
	.a	( A[22] ),
	.b	( B[22] ),
	.cin	( carry[22] ),
	.sum	( Sum[22] ),
	.cout	( carry[23] )
);
full_adder INST23 (
	.a	( A[23] ),
	.b	( B[23] ),
	.cin	( carry[23] ),
	.sum	( Sum[23] ),
	.cout	( carry[24] )
);
full_adder INST24 (
	.a	( A[24] ),
	.b	( B[24] ),
	.cin	( carry[24] ),
	.sum	( Sum[24] ),
	.cout	( carry[25] )
);
full_adder INST25 (
	.a	( A[25] ),
	.b	( B[25] ),
	.cin	( carry[25] ),
	.sum	( Sum[25] ),
	.cout	( carry[26] )
);
full_adder INST26 (
	.a	( A[26] ),
	.b	( B[26] ),
	.cin	( carry[26] ),
	.sum	( Sum[26] ),
	.cout	( carry[27] )
);
full_adder INST27 (
	.a	( A[27] ),
	.b	( B[27] ),
	.cin	( carry[27] ),
	.sum	( Sum[27] ),
	.cout	( carry[28] )
);
full_adder INST28 (
	.a	( A[28] ),
	.b	( B[28] ),
	.cin	( carry[28] ),
	.sum	( Sum[28] ),
	.cout	( carry[29] )
);
full_adder INST29 (
	.a	( A[29] ),
	.b	( B[29] ),
	.cin	( carry[29] ),
	.sum	( Sum[29] ),
	.cout	( carry[30] )
);
full_adder INST30 (
	.a	( A[30] ),
	.b	( B[30] ),
	.cin	( carry[30] ),
	.sum	( Sum[30] ),
	.cout	( carry[31] )
);
full_adder INST31 (
	.a	( A[31] ),
	.b	( B[31] ),
	.cin	( carry[31] ),
	.sum	( Sum[31] ),
	.cout	( carry[32] )
);
endmodule
</file>
==> summary.txt <==
Crit path launch type -> input port
Yosys Warn Count -> 0
Final Power -> 0.0864 mW
GRT Max-Usage Layer -> met1
Pre-CTS WS -> -5.59 ns
Status -> complete, but fails checks
DP Wirelength -> 2600 um
Number of distinct library cells after synthesis -> 3
Vias -> 701
Wire length per cell -> 11.9 um
Tmin final -> 15.84 ns
Routing usage on met1 -> 6.95%
CP endpoint kind -> output port
Max incr delay on CP -> 0.40 ns
Unrepaired setup endpoints after global routing -> yes
Layout cell share with drive strength beyond 1 -> 38.6%
Maximum vdd ir drop -> 0.0000186 V
Kind of critical path -> input port to output port
Leak -> 0.663 nW
Hold Path Depth -> 5
Ys cells -> 74
DIE HEIGHT -> 101 um
WHS -> 5.17 ns
Number of port buffers -> 98
Tool Warnings -> 35
Seq_cells -> 0
Met2 Resource Use GR -> 5.50%
Setup TNS -> -39.30 ns
Failing checks -> setup timing
Cell area after synthesis -> 918 um2
# rows -> 29
Die footprint -> 10200 um2
Max Transition Viols Final -> 0
Post-Synthesis Cells -> 74
Yosys stat area -> 918 um2
Ports -> 98
CP delay by family, top -> adder cells
Final-layout clock buffer total -> 0
Largest net degree at the start of global routing -> 2
Max Cap Violations -> 0
Cell Pwr Density -> 48.5 nW/um2
M3 GR Usage -> 4.09%
Core footprint -> 6350 um2
Worst-margin pin slew -> 0.115 ns
Crit path max fanout -> 1
Post-CTS Setup Bufs -> 0
Gr usage total -> 4.78%
Final period util -> 143%
Vias in the first global route -> 868
HP Start -> Cin
Initial DRC count -> 2
Slew margin rel. -> 92.3%
Flop area -> 0 um2
Grt ovf -> 0
Final-report hold violation count -> 0
Slowest-stage cell, CP -> clkdlybuf4s50_1
Crit path required time -> 8.88 ns
Hold crit path type -> input port to output port
Wire length of the first global-routing pass -> 4050 um
DIE WIDTH -> 101 um
Drc violations -> 0
Commonest Layout Cell -> clkdlybuf4s50_1
Critical path arrival -> 13.62 ns
# diodes -> 0
Fill count -> 646
Buffers & Inverters on Critical Path -> 6
Initial antenna violation count -> 0
Initial Util -> 14.5%
Placer Congestion -> 0.689
Final wirelength -> 2580 um
Max Fclk -> 63.1 MHz
1st-pass router iterations -> 3
PnR worst setup slack -> -4.74 ns
Cts hold-fix bufs -> 0
WHS Endpoint -> Sum[0]
Mean Syn Cell Area -> 12.4 um2
Endpoints failing setup -> 15
Most frequent cells in the layout -> 77 x clkdlybuf4s50_1, 31 x fa_2, 14 x buf_2
Seq share, synth -> 0%
CP dominant cell by count -> fa_2
Area delta synth->final -> 94.1%
Routed vias/inst -> 3.23
Antenna Nets Post-Route -> 0
==> synth_stat cells <==
cell type	count	area share [%]
buf_4	32	26
fa_1	32	70
inv_1	10	4.1
==> worst max-delay path by stage <==
| stage | from | end | slack, ns | cells past startpoint |
|---|---|---|---|---|
| 6_report | A[0] | Cout | -4.74 | 38 |
| 5_1_grt | A[0] | Cout | -5.05 | 38 |
| 4_1_cts | A[0] | Cout | -4.79 | 38 |
==> where the power goes <==
part / internal, mW / leakage (nW) / total [mW] / switching [mW]
registers: 0 / 0 / 0 / 0
clock network: 0 / 0 / 0 / 0
logic: 0.0617 / 0.663 / 0.0864 / 0.0247
total: 0.0617 / 0.663 / 0.0864 / 0.0247
==> through the flow <==
step / cell area [um2] / utilization, % / cells
after detailed placement: 1850 / 29.1 / 217
after global placement: 1850 / 29.1 / 217
after CTS: 1780 / 28.0 / 217
after global routing: 1780 / 28.1 / 217
final: 1780 / 28.1 / 217
after floorplan: 1020 / - / 74
==> worst min-delay path, delay by kind of cell <==
family	cells	cell delay, ns
buffers and inverters	4	0.55
adders and majority gates	1	0.18
==> layout make-up <==
class	count	area (um2)	share of cell area (%)
repair buffers	98	913	51.2
well taps	77	96.3	5.40
multi-input cells	32	718	40.3
inverters	10	55.1	3.09
==> kinds of logic after synthesis <==
kind of cell	Yosys count	synth area share, %
buffers and inverters	42	30.2
adder cells (fa/ha/maj)	32	69.8
==> metal layers <==
metal  wire length (um)  part of all wire (%)  vias to the layer above
li1                   -                     -                      312
met1               1170                    45                      310
met2                748                    29                       79
met3                658                    25                        0
met4                  0                     0                        0
met5                  0                     0                        -
==> timing repair <==
item	4_1_cts	5_1_grt
gates resized	63	3
cloned	0	0
endpoints found under the setup margin	18	17
No activity file was given, so power comes from the tool's default toggle rates.
